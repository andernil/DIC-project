### /design/flow/run.sh
#!/bin/bash
# OpenROAD 26Q1-2900-gdf79404cd8, Yosys 0.63+post, stock flow scripts
make -C /OpenROAD-flow-scripts/flow DESIGN_CONFIG=/design/flow/config.mk WORK_HOME=/design/flow/orfs finish
### /design/flow/config.mk
export PLATFORM = sky130hd
export DESIGN_NAME = Full_Adder_8bit
export DESIGN_NICKNAME = Full_Adder_8bit
export VERILOG_FILES = /design/flow/design.v
export SDC_FILE = /design/flow/constraint.sdc
export NUM_CORES = 4
export LEC_CHECK = 1
export CORE_AREA = 10 10 70 70
export DIE_AREA = 0 0 80 80
### /design/flow/constraint.sdc
current_design Full_Adder_8bit

set clk_period 4.6
set clk_io_pct 0.2

create_clock -name clk0 -period $clk_period

set non_clock_inputs [all_inputs -no_clocks]
set_input_delay [expr $clk_period * $clk_io_pct] -clock clk0 $non_clock_inputs
set_output_delay [expr $clk_period * $clk_io_pct] -clock clk0 [all_outputs]
### /design/flow/design.v
`timescale 1ns/100ps
module Full_Adder_8bit(A,B,Cin,S,Co);
input [7:0]A;
input [7:0]B;
input Cin;
wire [6:0]C;
output Co;
output [7:0]S;
Full_Adder a1(A[0],B[0],Cin,S[0],C[0]);
Full_Adder a2(A[1],B[1],C[0],S[1],C[1]);
Full_Adder a3(A[2],B[2],C[1],S[2],C[2]);
Full_Adder a4(A[3],B[3],C[2],S[3],C[3]);
Full_Adder a5(A[4],B[4],C[3],S[4],C[4]);
Full_Adder a6(A[5],B[5],C[4],S[5],C[5]);
Full_Adder a7(A[6],B[6],C[5],S[6],C[6]);
Full_Adder a8(A[7],B[7],C[6],S[7],Co);
endmodule
module Full_Adder(A,B,C,S,Co);	  
input A;
input B;
input C;
output S;
output Co;
assign #1 S = A ^ B ^ C;
assign #0.5 Co = (A & B) | (B & C) | (A & C);
endmodule
==> Slide: Implementation Results <==
Flow Results at a Glance

Worst hold path
  • Worst min path class: in -> out
  • WHS Path Cells: 5
  • Hold Crit Endpoint: S[0]
  • Worst Hold Launch: Cin

Drt
  • WL final: 711 um
  • Iteration tally of the first detailed-router pass: 2
  • Diodes inserted: 0
  • Residual DRC count: 0
  • Via Count: 200
  • Drt initial violations: 2
  • WL per Instance: about 7.9 um
  • Drt via density: 2.22
  • Final ANT Viol Nets: 0

GRT
  • First-pass GRT wire length: around 1100 um
  • Initial antenna violation count: 0
  • Global Route Usage Sum: under 10%
  • Vias in the first global route: 227
  • Largest net degree at the start of global routing: 2
  • Total grt overflow: 0

Synthesis
  • # Cells Yosys: 26
  • Mapped Cells: 26
  • Avg Inst Size Synth: 9.91 um^2
  • Unique cell types: 3
  • Top cells, area: fa_1 62%, buf_4 23%, inv_1 15%
  • Register share after synthesis: 0%
  • Post-synth top cells: 10 x inv_1, 8 x buf_4, 8 x fa_1
  • Area share, top type: 62.1%
  • Post-Syn Area: 258 um^2
  • Cell taking the most area after synthesis: fa_1
  • Yosys stat chip area: 258 um^2
  • Synth warn: 0
  • Synth top cell by count: inv_1

Floorplan
  • Std cell rows: 21
  • Die area: around 0.0064 mm^2
  • Starting density of the core: 7.55%
  • Number of I/O pins: 26
  • Die height: 80 um
  • CORE AREA: 0.00342 mm^2
  • Die Span X: 80 um

Power
  • Pleak: 0.210 nW
  • Total power: 0.0000569 W
  • Maximum VDD drop: 0.0379 mV
  • Pwr Density: 108 mW/mm^2

Cells and area
  • Registers: 0
  • Layout cell share with drive strength beyond 1: 47.7%
  • Non-Filler Instances: 90
  • Area Growth Syn to Fin: 104%
  • Flop area: 0 um^2
  • # clk buffers: 0
  • Cell area after layout: 526 um^2

Final timing
  • Setup ws final: -0.291 ns
  • Max Slew Vio Count: 0
  • Final Hold Violation Tally: 0
  • Final Cycle Share: 106%
  • Max_slew headroom: 92.2%
  • Maximum clock frequency: a little over 0.2 GHz
  • Worst-margin pin slew: between 0.1 and 0.15 ns
  • RSZ-0062 raised after global routing: yes
  • WHS: between 2 and 3 ns
  • Final setup violation count: 2
  • Min Tclk post-route: 4.89 ns

Critical path
  • Critical path type: in -> out
  • Worst Path Max Fanout: 1
  • Crit path DAT: between 3 and 4 ns
  • Startpoint Class: input port
  • Setup crit end kind: primary output
  • Critical Path RT: about 3.7 ns

Placement
  • Dpl cell area: about 530 um^2
  • Placed insts: 90
  • HPWL after DPL: slightly above 700 um
  • Input/output buffers: 26
  • Pre-CTS setup slack: -1.06 ns
  • Final GP Congestion: 0.815

Run
  • Max-cap viol count: 0
  • Tool Warnings: 35

Status
  • Failing checks: negative setup slack
  • Status: complete, but fails checks

CTS
  • CTS Hold Bufs: 0
[through the flow]
stage / util, % / TNS (ns)
after floorplan: - / -0.162
final: 15.4 / -0.331
after CTS: 15.1 / -0.680
after detailed placement: 15.5 / -2.83
after global placement: 15.5 / -2.78
after global routing: 15.4 / -0.540
[layer usage]
layer	track usage, %	vias to the layer above	share of wire, %
met3	1.93	0	27
met5	0	-	0
met2	2.33	24	26
met1	3.31	80	47
li1	-	96	-
met4	0	0	0
[where the power goes]
part / internal (W) / total (W) / switching [W]
Combinational: 0.0000398 / 0.0000569 / 0.0000172
Sequential: 0 / 0 / 0
Clock: 0 / 0 / 0
[worst max-delay path: stages]
cell and delay, ns:
buf_6 0.09, inv_4 0.04, fa_2 0.19, inv_2 0.04, fa_2 0.33, fa_2 0.36
fa_2 0.35, fa_2 0.34, fa_2 0.34, fa_2 0.34, inv_2 0.06, fa_2 0.42
inv_2 0.05, buf_2 0.08
[repair_timing]
action | in CTS | in global routing
resized | 33 | 4
pin swaps | 8 | 8
buffers inserted | 0 | 0
endpoints found under the setup margin | 5 | 3
[area by class of cell]
cell class         instances  area, um^2
fillers                  384        2890
multi-input cells          8         180
well taps                 46        57.6
repair buffers            26         245
inverters                 10        42.5
[placed cells by master, fill, tap and decap left out]
master / n
clkdlybuf4s50_1: 17
fa_2: 8
inv_2: 5
inv_1: 3
buf_6: 3
dlygate4sd2_1: 3
buf_2: 3
inv_4: 2
[cell families after synthesis]
group      share of synthesized area [%]
fa+ha+maj                           62.1
buf+inv                             37.9
[worst max path at each step]
stage         cells after the start  startpoint  slack, ns  endpoint
finish                           14        A[0]      -0.29      S[7]
global route                     14        A[0]      -0.39      S[7]
CTS                              14        A[0]      -0.44      S[7]
Power figures rest on the tool's default switching activity, not on a simulated workload.
